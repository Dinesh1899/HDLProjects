$ cat flow/run.sh
#!/bin/bash
# OpenROAD 26Q1-2900-gdf79404cd8, Yosys 0.63+post, stock flow scripts
make -C /OpenROAD-flow-scripts/flow DESIGN_CONFIG=/design/flow/config.mk WORK_HOME=/design/flow/orfs finish
$ cat flow/config.mk
export PLATFORM = sky130hd
export DESIGN_NAME = ExecuteUnit
export DESIGN_NICKNAME = ExecuteUnit
export VERILOG_FILES = /design/flow/design.v
export SDC_FILE = /design/flow/constraint.sdc
export NUM_CORES = 4
export LEC_CHECK = 1
export CORE_UTILIZATION = 30
$ cat flow/constraint.sdc
current_design ExecuteUnit

set clk_period 23.2
set clk_io_pct 0.2

create_clock -name clk0 -period $clk_period

set non_clock_inputs [all_inputs -no_clocks]
set_input_delay [expr $clk_period * $clk_io_pct] -clock clk0 $non_clock_inputs
set_output_delay [expr $clk_period * $clk_io_pct] -clock clk0 [all_outputs]
$ cat flow/design.v
module ExecuteUnit(
    input [1:0] ex_alu_src_in,
    input [3:0] ex_alu_op_in,
    input [1:0] ex_branch_in,
    input [1:0] ex_reg_in_sel_in,
    input [3:0] ex_dwe_in,
    input [2:0] ex_func3_in,
    input ex_mem_reg_in,
    input ex_reg_wr_in,
    input [31:0] ex_rv1_in,
    input [31:0] ex_rv2_in,
    input [31:0] ex_imm_in,
    input [4:0] ex_rd_in,
    input [31:0] ex_pc_in,
    input [1:0] fwd_rs1_in,
    input [1:0] fwd_rs2_in,
    input [31:0] ex_fwd_alu_out_in,
    input [31:0] mem_fwd_alu_out_in,
    input [1:0] ex_is_stall,
    output [31:0] ex_alu_out_out,
    output [31:0] ex_rv2_out,
    output ex_alu_zero_out,
    output [31:0] ex_pc_imm_out,
    output [31:0] ex_pc4_out,
    output [31:0] ex_imm_out,
    output [4:0] ex_rd_out,
    output [1:0] ex_branch_out,
    output [1:0] ex_reg_in_sel_out,
    output [3:0] ex_dwe_out,
    output [2:0] ex_func3_out,
    output ex_mem_reg_out,
    output ex_reg_wr_out
);
    assign ex_rd_out = ex_rd_in;
    assign ex_reg_in_sel_out = ex_reg_in_sel_in;
    assign ex_dwe_out = ex_is_stall == 2'b10 ? 4'd0 : ex_dwe_in;
    assign ex_mem_reg_out = ex_mem_reg_in;
    assign ex_reg_wr_out = ex_is_stall == 2'b10 ? 4'd0 : ex_reg_wr_in;
    assign ex_imm_out = ex_imm_in;
    assign ex_pc_imm_out = ex_pc_in + ex_imm_in;
    assign ex_pc4_out = ex_pc_in + 4;
    assign ex_func3_out = ex_func3_in;
    assign ex_branch_out = ex_is_stall == 2'b10 ? 4'd0 : ex_branch_in;
    wire [31:0] alu_in1, alu_in2;
    wire [31:0] src_rv1, src_rv2;
    assign src_rv1 = fwd_rs1_in[1] ? ex_fwd_alu_out_in : (fwd_rs1_in[0] ? mem_fwd_alu_out_in : ex_rv1_in);
    assign src_rv2 = fwd_rs2_in[1] ? ex_fwd_alu_out_in : (fwd_rs2_in[0] ? mem_fwd_alu_out_in : ex_rv2_in);
    assign ex_rv2_out = src_rv2;
    assign alu_in1 = ex_alu_src_in[0] ? ex_pc_in : src_rv1;
    assign alu_in2 = ex_alu_src_in[1] ? ex_imm_in : src_rv2;
    alu u_alu(
        .in1(alu_in1),
        .in2(alu_in2),
        .alucon(ex_alu_op_in),
        .out(ex_alu_out_out),
        .zero(ex_alu_zero_out)
    );
endmodule
module alu(
    input [31:0] in1,
    input [31:0] in2,
    input [3:0] alucon,
    output reg [31:0] out,
    output zero
    );
	assign zero = (out == 0);
	always @(*) begin
		case (alucon)
			0 : out <= in1 + in2;  
			8 : out <= in1 - in2;  
			1 : out <= in1 << in2[4:0];  
			2 : out <= {{31{1'b0}}, ($signed(in1) < $signed(in2))};  
			3 : out <= {{31{1'b0}}, (in1 < in2)};  
			4 : out <= in1 ^ in2;  
			5 : out <= in1 >> in2[4:0];  
			13 : out <= $signed(in1) >>> in2[4:0];  
			6 : out <= in1 | in2;  
			7 : out <= in1 & in2;  
			default: out <= 32'h00000000;
		endcase
		end
endmodule
==> results.py <==
# Physical implementation metrics
metrics = {
    "final_timing": {
        "tns_ps": 0,
        "worst_pin_slew_ps": 850,
        "rsz0062_at_grt": "false",
        "finalSetupViolations": 0,
        "slew_viol_final": 0,
        "min_period_ps": 16530,
        "hold_viol_final": 0,
        "fmax_ghz": 0.0605,
        "relSlewSlack": 0.431,
        "fin_crit_sh": 0.712,
        "holdWs_ps": 9280,
    },
    "cells_and_area": {
        "fillers": 4584,
        "seq_area_sq_um": 0,
        "drive_gt1_frac": 0.0715,
        "seq_cell_count": 0,
        "area_delta_synth_final_pct": 29.7,
        "fin_util": 0.394,
        "clkbuf_count": 0,
    },
    "global_routing": {
        "gr-max-usage-layer": "met2",
        "grt_pass1_vias": 15700,
        "grt_max_degree": 63,
        "overflow": 0,
        "grt_pass1_wl_um": 110000,
        "met2_usage": 0.544,
        "antenna_found_initial": 1,
        "grt_use_met3": 0.0356,
        "grtUsageMet1": 0.457,
        "grt_usage": 0.336,
    },
    "die": {
        "fp_util": 0.304,
        "die_w_um": 214,
        "fp-row-count": 77,
        "design.core.area_sq_mm": 0.0442,
        "die_h_um": 214,
        "die-area_sq_mm": 0.0457,
        "ios": 401,
    },
    "job": {
        "warnings": 98,
        "cap_violations": 0,
    },
    "detailed_routing": {
        "drc": 0,
        "drt_iter0_drc": 1425,
        "first_pass_iters": 6,
        "drtAntennaViolNets": 0,
        "vias_per_cell": 5.96,
        "wl_per_cell_um": 27.4,
        "wirelength_um": 77300,
        "vias": 16800,
    },
    "worst_setup_path": {
        "crit_start": "fwd_rs2_in[0]",
        "crit_path_max_incr_delay_ps": 610,
        "cp-end-kind": "output port",
        "cp_slowest_cell": "nor4_1",
        "critPathKind": "in -> out",
        "crit_chain": "buf_2 -> buf_4 -> mux2_2 -> o221ai_4 -> buf_4 -> clkinv_4 -> ha_1 -> fa_1 -> or2_2 -> a221oi_1 -> o41ai_1 -> buf_4 -> a31oi_1 -> o21ai_1 -> mux2i_1 -> nor2_1 -> or4b_1 -> or4_1 -> nor4_1 -> nand4_1 -> nor3_2 -> clkdlybuf4s50_1",
        "cp_common_cell": "buf_4",
        "start_kind": "input pin",
        "cp.arrival_ps": 11890,
        "crit_required_ps": 18560,
        "path_max_fanout": 42,
    },
    "pwr": {
        "vdd_drop_max_mv": 0.0179,
        "p_per_area_mw_per_mm2": 34.4,
        "p_leak_nw": 7.17,
    },
    "logic_synthesis": {
        "synth_cell_types": 90,
        "yosys-stat-cells": 1970,
        "yosys_area_sq_mm": 0.0135,
        "netlist_instances": 1970,
        "ys_seq_frac": 0,
        "syn_avg_cell_area_sq_um": 6.83,
        "ys_warn_count": 1,
        "synth_area_sq_mm": 0.0135,
    },
    "placed_design": {
        "gp_congestion": 1.02,
        "port_buffers": 379,
        "dp_hpwl_um": 63200,
    },
    "min_path": {
        "hold_path_depth": 0,
        "hold_path_class": "in -> out",
        "worstHoldEndpoint": "ex_func3_out[1]",
        "min_from": "ex_func3_in[1]",
    },
    "clock_network": {
        "ctsResizeCount": 0,
        "postCtsSetupRepairBufs": 0,
        "cts_hold_buffers": 0,
    },
    "outcome": {
        "outcome": "finished, final reports clean",
    },
}
==> layer usage <==
metal	vias to the layer above	share of wire	routed length (um)
li1	7807	-	-
met1	8172	0.44	33800
met2	705	0.46	35200
met3	117	0.063	4840
met4	0	0.045	3500
met5	-	0	0
==> layout make-up <==
type	count	area [sq um]	area share
repair buffers	432	4170	0.239
diodes	2	5.00	0.000287
multi-input cells	1665	12000	0.690
inverters	128	485	0.0278
well taps	592	741	0.0425
==> worst max path at each step <==
stage | to | slack, ps
CTS | ex_alu_zero_out | 6650
global route | ex_alu_zero_out | 6280
finish | ex_alu_zero_out | 6670
==> synthesized netlist by cell type, types with 6 or more instances <==
library cell / count / share of area
nand2b_1: 45 / 0.021
or2_2: 10 / 0.0046
mux2_2: 24 / 0.020
mux2i_1: 155 / 0.12
o2111ai_1: 9 / 0.0059
xor2_1: 15 / 0.0098
o21ai_0: 73 / 0.027
o32ai_1: 8 / 0.0052
o221ai_1: 15 / 0.0098
a21o_1: 25 / 0.014
or3_1: 15 / 0.0070
nand2_1: 157 / 0.044
buf_2: 18 / 0.0067
nor3_1: 71 / 0.026
ha_1: 130 / 0.12
a211oi_1: 32 / 0.018
nor2_1: 190 / 0.053
o211ai_1: 38 / 0.021
a221oi_1: 26 / 0.017
nor4_1: 12 / 0.0056
nand4_1: 16 / 0.0074
nor2b_1: 14 / 0.0065
clkbuf_1: 83 / 0.023
mux2_1: 12 / 0.010
mux2_4: 10 / 0.011
buf_4: 50 / 0.028
a31oi_1: 26 / 0.012
inv_1: 125 / 0.035
o22ai_1: 33 / 0.015
o31ai_1: 14 / 0.0078
xnor2_1: 53 / 0.035
o21a_1: 38 / 0.021
o221ai_2: 31 / 0.035
and3_1: 13 / 0.0060
buf_1: 13 / 0.0036
buf_6: 10 / 0.0084
a22oi_1: 23 / 0.013
and2_1: 17 / 0.0079
a211o_1: 7 / 0.0046
o21bai_1: 10 / 0.0056
or4_1: 6 / 0.0033
nand3_1: 51 / 0.019
a21oi_1: 138 / 0.051
a2111oi_0: 6 / 0.0039
==> cells by family (layout without fill, tap and decap cells) <==
logic type / after synthesis / count (layout) / share of synthesized area
AND-OR/OR-AND: 610 / 610 / 0.329
XOR/XNOR: 68 / 68 / 0.0443
adder cells (fa/ha/maj): 133 / 133 / 0.125
buffers and inverters: 305 / 560 / 0.109
multiplexers: 203 / 203 / 0.159
other: 0 / 2 / 0
AND/OR/NAND/NOR: 651 / 651 / 0.233
==> worst max-delay path: cells and delay by family <==
family          cells  cell delay (ps)
simple gates        7             2480
buf+inv             6             2310
compound gates      5              900
fa+ha+maj           2              900
mux                 2              600
==> through the flow <==
step | setup WS, ps | total power [W] | cell area, sq um | std cells
6_report | 6670 | 0.000601 | 17400 | 2819
5_1_grt | 6280 | 0.000641 | 17400 | 2817
4_1_cts | 6650 | 0.000592 | 17400 | 2817
3_5_place_dp | 6670 | 0.000588 | 17400 | 2817
3_3_place_gp | 6690 | 0.000591 | 17400 | 2817
2_1_floorplan | 9030 | 0.000335 | 13500 | 1970
==> cell usage in the layout (no fill, tap or decap), drive strengths merged, types with 38 or more instances in the layout <==
| cell type | instances |
|---|---|
| nand3 | 51 |
| buf | 57 |
| nand2 | 157 |
| a21oi | 138 |
| o221ai | 47 |
| nand2b | 46 |
| o211ai | 38 |
| nor3 | 72 |
| ha | 130 |
| mux2i | 157 |
| mux2 | 46 |
| o21a | 38 |
| nor2 | 190 |
| xnor2 | 53 |
| inv | 125 |
| clkdlybuf4s50 | 375 |
| o21ai | 74 |
==> power breakdown <==
part           switching [W]     internal (W)
Clock                      0  0.0000000000206
Combinational       0.000348         0.000253
Sequential                 0                0
Total               0.000348         0.000253
Power is estimated from default activity; no workload was simulated.
