==> flow/config.mk <==
export PLATFORM = sky130hd
export DESIGN_NAME = CPUMemIntf
export DESIGN_NICKNAME = CPUMemIntf
export VERILOG_FILES = /design/flow/design.v
export SDC_FILE = /design/flow/constraint.sdc
export NUM_CORES = 4
export LEC_CHECK = 1
export CORE_AREA = 10 10 165 165
export DIE_AREA = 0 0 175 175
==> flow/constraint.sdc <==
current_design CPUMemIntf

set clk_period 1.9
set clk_io_pct 0.2

create_clock -name clk0 -period $clk_period

set non_clock_inputs [all_inputs -no_clocks]
set_input_delay [expr $clk_period * $clk_io_pct] -clock clk0 $non_clock_inputs
set_output_delay [expr $clk_period * $clk_io_pct] -clock clk0 [all_outputs]
==> flow/design.v <==
module CPUMemIntf(
    input [31:0] mem_alu_out_in,
    input [31:0] mem_data_in,
    input [31:0] mem_rv2_in,
    input [31:0] mem_pc_imm_in,
    input [31:0] mem_pc4_in,
    input [31:0] mem_imm_in,
    input [4:0] mem_rd_in,
    input [1:0] mem_reg_in_sel_in,
    input [3:0] mem_dwe_in,
    input [2:0] mem_func3_in,
    input mem_mem_reg_in,
    input mem_reg_wr_in,
    output [31:0] mem_alu_out_out,
    output [31:0] mem_data_out,
    output [31:0] mem_pc4_out,
    output [31:0] mem_imm_out,
    output [3:0] mem_dwe_out,
    output [31:0] mem_daddr_out,
    output [31:0] mem_dwdata_out,  
    output [4:0] mem_rd_out,
    output [1:0] mem_reg_in_sel_out,
    output mem_mem_reg_out,
    output mem_reg_wr_out
);
    assign mem_dwe_out = mem_dwe_in;
    assign mem_daddr_out = mem_alu_out_in;
    assign mem_dwdata_out = mem_rv2_in; 
    memregintf umemreg(
        .func3(mem_func3_in),
        .indata(mem_data_in),
        .outdata(mem_data_out)
    );
    assign mem_alu_out_out = mem_alu_out_in;
    assign mem_pc4_out = mem_pc4_in;
    assign mem_imm_out = mem_imm_in;
    assign mem_rd_out = mem_rd_in;
    assign mem_reg_in_sel_out = mem_reg_in_sel_in;
    assign mem_mem_reg_out = mem_mem_reg_in;
    assign mem_reg_wr_out = mem_reg_wr_in;
endmodule
module memregintf(
    input  [2:0] func3,
    input  [31:0] indata,
    output reg [31:0] outdata
);
    always @(*) begin 
        case (func3)
            3'b000: outdata = {{25{indata[7]}}, indata[6:0]};  
            3'b001: outdata = {{17{indata[15]}},   indata[14:0]};  
            3'b100: outdata = {24'h000000, indata[7:0]};  
            3'b101: outdata = {16'h0000, indata[15:0]};  
            default: outdata = indata;
        endcase
    end
endmodule
==> flow/run.sh <==
#!/bin/bash
# OpenROAD 26Q1-2900-gdf79404cd8, Yosys 0.63+post, stock flow scripts
make -C /OpenROAD-flow-scripts/flow DESIGN_CONFIG=/design/flow/config.mk WORK_HOME=/design/flow/orfs finish
==> results.cfg <==
; generated from flow reports
[floorplan]
dieArea_sq_um = 30600
die_x_um = 175
num_rows = 56
ios = 413
fp.dieH_um = 175
fp_util_pct = 7.03
core_area_sq_um = 23500

[global_route]
grt_pass1_vias = 1066
grt-ovfl-total = 0
track_usage_pct = 3.81
grt_max_degree = 17
grt_pass1_wl_um = 8360
antenna_found_initial = 0

[final_timing]
period_minus_slack_ns = 2.08
worst_pin_slew_ns = 0.304
drv_slew = 0
setup_violations = 8
fmax_mhz = 481
hold_viol = 0
max_slew_margin_pct = 79.5
finalCritPeriodShare_pct = 109
rsz0062_at_grt = true
layout_setup_ws_ns = -0.178
setup_tns_ns = -0.864

[run]
drv_cap = 0
warnings = 66

[worst_setup_path]
required_ns = 1.52
crit_path_end_kind = output port
cp_cell_sequence = buf_4, buf_6, or4b_4, nand2_1, clkdlybuf4s50_1
start_kind = input pin
max_stage_delay_ns = 0.53
critPathKind = in -> out
cp_slowest_cell = or4b_4
critical_path_arrival_ns = 1.70
path_max_fanout = 7

[drt]
wl_met3_um = 1400
via_count = 891
antennaDiodeCount = 0
dr.pass1.iters = 4
ant_nets = 0
wl_met1_um = 1710
drt_iter0_drc = 19
finalWirelength_um = 6450
remaining_drc_errors = 0
top_layer_used = met5
wl_met2_um = 2690
drt-wirelength-per-cell_um = 14.8
via_per_inst = 2.05

[power]
power_mw = 0.226
p_sw_mw = 0.0799
internal-power_mw = 0.146
p_comb_share_pct = 100.0
sw_frac_of_total_pct = 35.3
clkPwrFrac_pct = 0
ir_drop_mv = 0.0364
seq_power_share_pct = 0
powerDensity_nw_per_um2 = 173
power.leakage_nw = 0.452

[yosys]
syn_avg_cell_area_sq_um = 6.90
netlist_area_sq_um = 1660
yosysTopAreaCell = buf_4
yosysTopAreaCellShare_pct = 82.1
synth-area-yosys_sq_um = 1660
ys_seq_share_pct = 0
synth_cell_types = 9
syn_inst = 240
ys_warn_count = 1
yosys_cells = 240
synthTopCellsByArea = buf_4, o21ai_0, nand2_1

[layout]
drive_above_1_share_pct = 19.8
clock_buffers = 0
regArea_sq_um = 0
seq_cells = 0
synthToLayoutAreaGrowth_pct = -20.9

[place]
place_hpwl_um = 5280
io_buffers = 53
place_congestion = 0.660

[outcome]
violations = negative setup slack
status = finished, violations left

[clock_tree]
hold_buffers = 0

[hold_path]
hold_path_class = in -> out
==> worst max-delay path: cells and delay by family <==
family | cells | cell delay [ns]
simple gates | 2 | 0.62
buf+inv | 3 | 0.69
==> area by class of cell <==
cell class | count | area, sq um
multi-input combinational | 51 | 272
fill | 2829 | 22200
timing repair buffer | 65 | 638
tap | 319 | 399
==> cells in the mapped netlist, drive strengths merged <==
| cell type | instances |
|---|---|
| buf | 184 |
| nand2 | 24 |
| o21ai | 24 |
| clkbuf | 5 |
| mux2i | 1 |
| or2 | 1 |
| or4b | 1 |
==> placed cells by master, fill, tap and decap left out, types with 3 or more instances in the layout <==
| master | count |
|---|---|
| o21ai_1 | 7 |
| buf_12 | 3 |
| clkdlybuf4s50_1 | 29 |
| buf_2 | 3 |
| dlygate4sd2_1 | 19 |
| buf_4 | 9 |
| nand2_1 | 23 |
| o21ai_2 | 3 |
| o21ai_0 | 14 |
==> final timing paths <==
check / cells past startpoint / to / slack [ns] / startpoint
hold / removal: 0 / mem_alu_out_out[14] / 0.76 / mem_alu_out_in[14]
setup / recovery: 5 / mem_data_out[13] / -0.18 / mem_func3_in[1]
==> layer usage <==
metal / up-vias / global-route usage [%]
met4: 2 / 3.50
met2: 193 / 5.35
li1: 311 / -
met1: 305 / 3.05
met5: - / 1.16
met3: 80 / 3.48
==> per-stage QoR <==
stage	setup slack, ns	utilization [%]	hold WS, ns	cell area, sq um	std cells
floorplan	0.328	-	0.816	1660	240
global route	-0.237	5.56	0.760	1310	435
CTS	-0.207	5.53	0.760	1300	434
detailed placement	-0.715	5.35	0.760	1260	431
finish	-0.178	5.56	0.760	1310	435
global placement	-0.724	5.35	0.760	1260	431
==> power groups by stage <==
stage	logic [mW]	clock network, mW	registers, mW
6_report	0.226	0	0
4_1_cts	0.238	0	0
5_1_grt	0.254	0	0
==> logic make-up after synthesis <==
family	Yosys count	share of synthesized area [%]
AOI/OAI and AO/OA	24	7.26
buffers and inverters	189	85.3
muxes	1	0.831
and+or+nand+nor	26	6.65
==> what timing repair did <==
action	4_1_cts	5_1_grt
pin swaps	4	0
buffers inserted	2	1
cloned	1	0
resized	58	0
setup endpoints to repair	24	6
Power is estimated from default activity; no workload was simulated.
