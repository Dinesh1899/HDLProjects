**design/flow/run.sh**
```bash
#!/bin/bash
# OpenROAD 26Q1-2900-gdf79404cd8, Yosys 0.63+post, stock flow scripts
make -C /OpenROAD-flow-scripts/flow DESIGN_CONFIG=/design/flow/config.mk WORK_HOME=/design/flow/orfs finish
```
**design/flow/config.mk**
```make
export PLATFORM = sky130hd
export DESIGN_NAME = ExecuteMemIntf
export DESIGN_NICKNAME = ExecuteMemIntf
export VERILOG_FILES = /design/flow/design.v
export SDC_FILE = /design/flow/constraint.sdc
export NUM_CORES = 4
export LEC_CHECK = 1
export CORE_AREA = 10 10 237 237
export DIE_AREA = 0 0 247 247
```
**design/flow/constraint.sdc**
```tcl
current_design ExecuteMemIntf

set clk_period 1.0
set clk_io_pct 0.2

create_clock -name clk0 -period $clk_period [get_ports {clk}]

set non_clock_inputs [all_inputs -no_clocks]
set_input_delay [expr $clk_period * $clk_io_pct] -clock clk0 $non_clock_inputs
set_output_delay [expr $clk_period * $clk_io_pct] -clock clk0 [all_outputs]
```
**design/flow/design.v**
```verilog
module ExecuteMemIntf(
    input clk,
    input reset,
    input [31:0] ex_alu_out_out,
    input [31:0] ex_rv2_out,
    input ex_alu_zero_out,
    input [31:0] ex_pc_imm_out,
    input [31:0] ex_pc4_out,
    input [1:0] ex_branch_out,
    input [31:0] ex_imm_out,
    input [4:0] ex_rd_out,
    input [1:0] ex_reg_in_sel_out,
    input [3:0] ex_dwe_out,
    input [2:0] ex_func3_out,
    input ex_mem_reg_out,
    input ex_reg_wr_out,
    output reg [31:0] mem_alu_out_in,
    output reg [31:0] mem_rv2_in,
    output reg mem_alu_zero_in,
    output reg [31:0] mem_pc_imm_in,
    output reg [31:0] mem_pc4_in,
    output reg [1:0] mem_branch_in,
    output reg [31:0] mem_imm_in,
    output reg [4:0] mem_rd_in,
    output reg [1:0] mem_reg_in_sel_in,
    output reg [3:0] mem_dwe_in,
    output reg [2:0] mem_func3_in,
    output reg mem_mem_reg_in,
    output reg mem_reg_wr_in
);
    always @(posedge clk or posedge reset) begin
        if(reset) begin 
            mem_alu_out_in <= 0;
            mem_alu_zero_in <= 0;
            mem_pc_imm_in <= 0;
            mem_pc4_in <= 0;
            mem_imm_in <= 0;
            mem_rd_in <= 0;
            mem_reg_in_sel_in <= 0;
            mem_dwe_in <= 0;
            mem_func3_in <= 0;
            mem_mem_reg_in <= 0;
            mem_reg_wr_in <= 0;
            mem_rv2_in <= 0;
            mem_branch_in <= 0;
        end
        else begin 
            mem_alu_out_in <= ex_alu_out_out;
            mem_alu_zero_in <= ex_alu_zero_out;
            mem_pc_imm_in <= ex_pc_imm_out;
            mem_pc4_in <= ex_pc4_out;
            mem_imm_in <= ex_imm_out;
            mem_rd_in <= ex_rd_out;
            mem_reg_in_sel_in <= ex_reg_in_sel_out;
            mem_dwe_in <= ex_dwe_out;
            mem_func3_in <= ex_func3_out;
            mem_mem_reg_in <= ex_mem_reg_out;
            mem_reg_wr_in <= ex_reg_wr_out;
            mem_rv2_in <= ex_rv2_out;
            mem_branch_in <= ex_branch_out;        
        end
    end
endmodule
```
==> summary.txt <==
impl run done, here's what came out: root buffer cell=clkbuf_16, leftover overflow at the end of global routing=0, Chip Area=approximately 61000 µm², minimum clock period after layout=between 1 and 1.5 ns, final tally of max-slew violations=0, buffers inserted during post-CTS setup optimization=0, Worst Max-Slew Pin Slew=approximately 0.24 ns, arrival time worst endpoint=slightly above 1 ns, number of violations reported at the end of detailed-routing iteration 0=29, via total after detailed routing=3128, register area share after synthesis=between 90% and 100%, Worst setup EP type=primary output, number of OpenROAD warnings=28, chip height=roughly 250 µm, FP Core Util=8.76%, CTS tree=built, via count of the first global-routing pass=3605, class of the tightest hold or removal check=in -> reg, Synth Instances=roughly 180, ys cells=180, unrepaired setup endpoints after global routing=yes, run status=finished, violations left, chip area estimate from yosys synthesis=4480 µm², Main logic family=buffers and inverters, num rows=83, Synth-to-Final Area Change=98.2%, DR pass1 iterations=4, ports placed on the boundary=roughly 360, worst setup slack after layout=-0.209 ns, kind of launch point of the worst setup path=register, Final Core Density=17.4%, RD Place Congestion=0.807, Detailed Place HPWL=15900 µm, area of the core=51200 µm², Worst slew margin=84.2%, Final Hold Viols=0, Clock Sink Count=179, Synthesis Warnings=1, GRT Resource Usage Total=~6.0%, remaining antenna violation count=0, maximum clock path buffer count=2, power density over cell area=approximately 1700 nW/µm², drt total wl=18900 µm, Worst IR Drop VDD=1180 µV, number of distinct library cell variants in the gate-level netlist after synthesis=2, wire length of the first global-routing pass=~26000 µm, leading cell types in the layout, fill and taps excluded=180 x clkdlybuf4s50_1, 179 x dfrtp_1, 177 x buf_2, 24 x buf_4, 17 x clkbuf_16, number of buffers inserted during clock tree synthesis=17, Avg Vias per Cell=2.45, count of inserted antenna diode cells=0, violated checks=negative setup slack, MUX share of area=0%, maximum fanout encountered on the critical timing path=1, pre-CTS setup slack=-0.0642 ns, data required time of the worst path=around 0.80 ns, Die Wd=roughly 250 µm, Post-CTS Resized=568, Syn Area/Cell=24.9 µm², final worst hold slack=0.158 ns, share of the cycle needed by the critical path after routing=121%, timing-limited maximum frequency=between 800 and 900 MHz, most common library cell in the layout ignoring fill and taps=clkdlybuf4s50_1, detailed-route DRC error count=0, area of the mapped netlist=4480 µm², area fraction in full adders, half adders and majority gates=0%, average routed wire per standard cell=14.7 µm, cell breakdown of the critical path=buf_2, CTS Hold Buffers Added=0, Comb area=0 µm², count of max-cap constraint violations=0, worst path bufs/invs=1, simple logic cell fraction of the synthesized area=0%, xor/xnor cell area share of the yosys netlist=0%, count of port buffers added during placement=359, number of H-tree levels=4, Crit-path slowest cell=dfrtp_1, pin count of the biggest net entering global routing=20, area fraction in compound gates=0%, summed negative setup slack over all endpoints=-24.48 ns, delay of the slowest critical-path stage=approximately 0.41 ns, mi-comb count=0, critical path start-end classification=reg -> out, category of cells accounting for the largest share of critical-path delay=flip-flops, antenna violations before repair=8, leakage power total=3.92 nW, post-synthesis sequential element count=roughly 180, ratio of cells with drive above 1 in the final layout=39.6%, final tally of setup violations=179, clock input transition at the sequential cells of the worst setup and hold paths=0.07 ns
per-stage QoR:
| stage | std cells | cell area, µm² | power (mW) |
|---|---|---|---|
| final | 1279 | 8880 | 15.4 |
| after global routing | 1279 | 8880 | 16.2 |
| after CTS | 1279 | 8880 | 15.9 |
| after detailed placement | 1248 | 9210 | 9.60 |
| after global placement | 1248 | 9210 | 9.59 |
| after floorplan | 180 | 4490 | 7.84 |
layer usage:
layer | part of all wire [%] | wire length [µm] | GRT usage, % | up-vias
li1 | - | - | - | 1366
met1 | 35 | 6660 | 6.45 | 1472
met2 | 44 | 8340 | 8.99 | 239
met3 | 17 | 3260 | 4.82 | 37
met4 | 2.6 | 494 | 1.30 | 14
met5 | 0.49 | 92 | 0 | -
kinds of logic after synthesis:
logic type / after synthesis
buf+inv: 1
flops: 179
final timing paths:
check | startpoint | end | slack [ns] | depth (start not counted)
min in group asynchronous | reset | mem_pc_imm_in[0]$_DFF_PP0_ | 0.20 | 3
min | ex_pc_imm_out[11] | mem_pc_imm_in[11]$_DFF_PP0_ | 0.16 | 1
max in group asynchronous | reset | mem_pc4_in[30]$_DFF_PP0_ | 0.46 | 4
max | mem_imm_in[2]$_DFF_PP0_ | mem_imm_in[2] | -0.21 | 1
area by class of cell:
type	count	area, µm²
Clock buffer	23	478
Clock inverter	8	78.8
Fill cell	5593	42300
Inverter	1	7.51
Sequential cell	179	4480
Tap cell	680	851
Timing Repair Buffer	388	2990
registers in the layout (all words and copies together) (netlist names), 2 cells and up:
signal             count
mem_pc4_in            32
mem_pc_imm_in         32
mem_imm_in            32
mem_alu_out_in        32
mem_reg_in_sel_in      2
mem_rv2_in            32
mem_func3_in           3
mem_rd_in              5
mem_dwe_in             4
mem_branch_in          2
cells in the mapped netlist:
cell type	instances	share of area, %
inv_1	1	0.084
dfrtp_1	179	100
power breakdown:
part / total [mW] / internal (mW) / switching (mW)
Combinational: 1.35 / 0.947 / 0.401
Clock: 6.38 / 3.59 / 2.79
Sequential: 7.69 / 7.60 / 0.0827
Total: 15.4 / 12.1 / 3.27
Power figures rest on the tool's default switching activity, not on a simulated workload.
